==> flow/design.v <==
module nor4(
  input logic [3:0] A,
  output logic OUT
);
  assign OUT = !(A[0] | A[1] | A[2] | A[3]);
endmodule: nor4
module countdowntimer(
  input logic clk,
  input logic [3:0] D,
  output logic [3:0] Q
);
  logic CONTROL;
  logic [3:0] YD, SA;
  ripplecarryadder rca (
    .A(Q),
    .B(4'b1111),
    .CIN(0),
    .S(SA),
    .COUT()
  );
  mux2x4 mux (
    .A(SA),
    .B(D),
    .S(CONTROL),
    .Y(YD)
  );
  dff4 dff (
    .D(YD),
    .Q(Q),
    .clk(clk)
  );
  nor4 n (
    .A(Q),
    .OUT(CONTROL)
  );
endmodule: countdowntimer
module messagewriter(
  input logic clk,
  input logic [3:0] MSG_LEN,
  output logic [7:0] OUT
);
  logic [3:0] Q_ADDR;
  countdowntimer ctr (
    .D(MSG_LEN),
    .Q(Q_ADDR),
    .clk(clk)
  );
  rom #(
    .INIT_DATA('{0: 8'd70, 1: 8'd80, 2: 8'd71, 3: 8'd65, default: 8'd0})
  ) r (
    .ADDR(Q_ADDR),
    .DOUT(OUT),
    .clk(clk)
  );
endmodule: messagewriter
module fulladder(
  input logic A, B, CIN,
  output logic COUT, S
);
  logic COUT1, COUT2, SUM1;
  halfadder ha1 ( .A(A), .B(B), .C(COUT1), .S(SUM1) );
  halfadder ha2 ( .A(SUM1), .B(CIN), .C(COUT2), .S(S) );
  assign COUT = COUT1 | COUT2;
endmodule: fulladder;
module halfadder(
  input logic A, B,
  output logic S, C
);
  assign S = A ^ B;
  assign C = A & B;
endmodule: halfadder;
module ripplecarryadder(
  input logic [3:0] A,
  input logic [3:0] B,
  input logic CIN,
  output logic [3:0] S,
  output logic COUT
);
  logic [4:0] carry;
  assign carry[0] = CIN;
  genvar i;
  generate
    for (i = 0; i < 4; i++) begin
      fulladder fa (
        .A(A[i]),
        .B(B[i]),
        .CIN(carry[i]),
        .S(S[i]),
        .COUT(carry[i+1])
      );
    end
  endgenerate
  assign COUT = carry[4];
endmodule: ripplecarryadder
module dff4(
  input logic clk,
  input logic [3:0] D,
  output logic [3:0] Q
);
  always_ff @(posedge clk) begin
    for (int i = 0; i < 4; i++) begin
      Q[i] <= D[i];
    end
  end
endmodule: dff4
module mux2(input S, A, B, output Y);
  assign Y = S ? B : A;
endmodule: mux2
module mux2x4(
  input logic [3:0] A,
  input logic [3:0] B,
  input logic S,
  output logic [3:0] Y
);
  genvar i;
  generate
    for (i = 0; i < 4; i++) begin : gen_muxes
      mux2 mux(
        .A(A[i]),
        .B(B[i]),
        .S(S),
        .Y(Y[i])
      );
    end
  endgenerate
endmodule: mux2x4
module rom #(
  parameter int ADDR_WIDTH = 4,
  parameter int DATA_WIDTH = 8,
  parameter logic [DATA_WIDTH-1:0] INIT_DATA [2**ADDR_WIDTH] = '{default: 0}
)(
  input logic clk,
  input logic [ADDR_WIDTH-1:0] ADDR,
  output logic [DATA_WIDTH-1:0] DOUT
);
  logic [DATA_WIDTH-1:0] storage [2**ADDR_WIDTH];
  initial begin
    storage = INIT_DATA;
  end
  always_ff @(posedge clk) begin : readout
    DOUT <= INIT_DATA[ADDR];
  end
endmodule: rom
==> flow/run.sh <==
#!/bin/bash
# OpenROAD 26Q1-2900-gdf79404cd8, Yosys 0.63+post, stock flow scripts
make -C /OpenROAD-flow-scripts/flow DESIGN_CONFIG=/design/flow/config.mk WORK_HOME=/design/flow/orfs finish
==> flow/config.mk <==
export PLATFORM = sky130hd
export DESIGN_NAME = messagewriter
export DESIGN_NICKNAME = messagewriter
export VERILOG_FILES = /design/flow/design.v
export SDC_FILE = /design/flow/constraint.sdc
export NUM_CORES = 4
export LEC_CHECK = 1
export CORE_AREA = 10 10 70 70
export DIE_AREA = 0 0 80 80
export SYNTH_HDL_FRONTEND = slang
==> flow/constraint.sdc <==
current_design messagewriter

set clk_period 2.1
set clk_io_pct 0.2

create_clock -name clk0 -period $clk_period [get_ports {clk}]

set non_clock_inputs [all_inputs -no_clocks]
set_input_delay [expr $clk_period * $clk_io_pct] -clock clk0 $non_clock_inputs
set_output_delay [expr $clk_period * $clk_io_pct] -clock clk0 [all_outputs]
==> out/metrics.cfg <==
[worst_setup_path]
startpoint_type = flop
r2r-end = ctr.dff.Q[0]$_DFF_P_
cp_num_buf_inv = 1
required_ns = 1.68
critPathKind = flop to primary output
rr_worst_depth = 5
crit_family = buffers and inverters
r2r_start = ctr.dff.Q[0]$_DFF_P_
crit_chain = clkdlybuf4s50_1
crit_fanout = 2
cpMaxStageDelayCell = clkdlybuf4s50_1
ff2ff_setup_slack_ns = 0.71
cp.arrival_ns = 1.04
slowest_delay_ns = 0.46
worst_setup_path_end_kind = primary output

[sta]
fmax_ghz = 0.687
fin_skew_ns = 0.00592
period_minus_slack_ns = 1.46
tns_ns = 0
finalCritPeriodShare_pct = 69.3
layout_setup_ws_ns = 0.644
rsz0062_at_grt = false
report.final.slew_viol_count = 0
finalSetupViolations = 0
hold_viol_final = 0

[final_layout]
area_growth_syn_to_layout_pct = 39.2
drive_gt1_share_pct = 12.2
final_area_um2 = 484

[global_route]
grt_max_degree = 8
grt_pass1_vias = 238
grt_usage_pct = 1.86
overflow = 0
antenna_found_initial = 0
grt_pass1_wl_um = 993

[synthesis]
syn_area_per_cell_um2 = 10.9
ys.flops = 8
syn_inst = 32
ys_warn_count = 0
ys_area_um2 = 348
synth_area_um2 = 348
synth_cell_type_count = 14
yosysCellCount = 32
ys_seq_share_pct = 46.0

[die]
core_um2 = 3420
core_util_floorplan_pct = 10.2
die_w_um = 80
die_h_um = 80
boundaryPins = 13
rows = 21
die_area_um2 = 6400

[drt]
antenna_cells = 0
ant_nets = 0
wire_per_inst_um = 7.08
num_vias = 232
drt-total-wl_um = 616
drtPass1Iterations = 2
drt_iter0_markers = 26
drc = 0
vias_per_cell = 2.67

[power_and_ir_drop]
ir_worst_vdd_mv = 0.206
cellPowerDensity_nw_per_um2 = 1290
leakagePower_nw = 0.205

[clocking]
cts_buffer_depth = 2
post_cts_buffers = 0
clockRootBuffer = clkbuf_4
cts_resized = 0
htree_num_levels = 1
clk_latency_ns = 0.25
cts-buffers-inserted = 3
path_clk_slew_ns = 0.05
clock_sinks = 8
ctsHoldBuffers = 0
tritoncts = yes

[placement]
port_buffers = 9
gp_congestion = 0.675
placed_area_um2 = 462
hpwl_um = 521
pre_cts_ws_ns = 0.733

[hold_path]
hold_path.class = flop to flop
whs_endpoint = r.DOUT[1]$_SDFF_PN0_
min_from = ctr.dff.Q[0]$_DFF_P_
whs_path_depth = 1

[flow_run]
tool_warnings = 26
cap_violations = 0

[run_status]
status = complete, no violations

-- per-layer routing --
metal | up-vias | global-route usage [%] | wire, µm
li1 | 115 | - | -
met1 | 104 | 1.95 | 227
met2 | 11 | 2.73 | 272
met3 | 2 | 1.25 | 90
met4 | 0 | 1.06 | 27
met5 | - | 0 | 0
-- power by group --
group          internal, mW  switching [mW]  total, mW
logic                 0.153          0.0829      0.236
clock network        0.0651          0.0484      0.114
registers             0.224          0.0484      0.273
-- stage by stage --
step                std cells  power (mW)  hold WS, ns  util, %
detailed placement         84       0.515        0.435     13.5
finish                     87       0.622        0.444     14.2
CTS                        87       0.630        0.443     14.2
global placement           84       0.502        0.438     13.5
floorplan                  34       0.438        0.412        -
global route               87       0.671        0.462     14.2
-- layout by cell type (no fill, tap or decap) --
| cell | count |
|---|---|
| clkdlybuf4s50_1 | 9 |
| nor2_1 | 1 |
| ha_1 | 3 |
| conb_1 | 3 |
| nor3_1 | 2 |
| a21oi_1 | 2 |
| and3_1 | 1 |
| clkbuf_4 | 3 |
| inv_1 | 3 |
| nand2b_4 | 1 |
| mux2i_1 | 2 |
| nor3b_1 | 2 |
| dfxtp_1 | 8 |
| mux2_4 | 1 |
-- sequential cells by signal, indices dropped and copies added (netlist names) --
| register | flops |
|---|---|
| r.DOUT | 4 |
| ctr.dff.Q | 4 |
-- cells in the mapped netlist, drive strengths merged --
cell type,count,area share (%)
dfxtp,8,46
buf,5,12
ha,3,11
inv,3,3.2
a21oi,2,2.9
mux2i,2,5.8
nor3,2,2.9
nor3b,2,4.3
and3,1,1.8
conb,1,1.1
mux2,1,4.3
nand2b,1,4.0
nor2,1,1.1
-- cell families after synthesis --
group           after synthesis  synth area share, %
simple gates                  7                 14.0
other cells                   1                 1.08
compound gates                2                 2.88
buf+inv                       8                 15.1
flops                         8                 46.0
fa+ha+maj                     3                 10.8
mux                           3                 10.1
-- area by class of cell --
class	count	area, µm²
clock buffer	3	22.5
fill	398	2930
inverter	3	11.3
multi-input combinational	18	143
sequential	8	160
tap	46	57.6
timing repair buffer	9	90.1
-- how the worst max path moves through the flow --
stage         slack, ns  cells after the start  endpoint            startpoint
CTS                0.62                      1    OUT[2]  r.DOUT[1]$_SDFF_PN0_
global route       0.59                      1    OUT[2]  r.DOUT[1]$_SDFF_PN0_
finish             0.64                      1    OUT[2]  r.DOUT[1]$_SDFF_PN0_
Power is estimated from default activity; no workload was simulated.
