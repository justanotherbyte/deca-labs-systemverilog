[./run.sh]
#!/bin/bash
# OpenROAD 26Q1-2900-gdf79404cd8, Yosys 0.63+post, stock flow scripts
make -C /OpenROAD-flow-scripts/flow DESIGN_CONFIG=/design/flow/config.mk WORK_HOME=/design/flow/orfs finish
[./config.mk]
export PLATFORM = sky130hd
export DESIGN_NAME = countersyncload
export DESIGN_NICKNAME = countersyncload
export VERILOG_FILES = /design/flow/design.v
export SDC_FILE = /design/flow/constraint.sdc
export NUM_CORES = 4
export LEC_CHECK = 1
export CORE_AREA = 10 10 70 70
export DIE_AREA = 0 0 80 80
export SYNTH_HDL_FRONTEND = slang
[./constraint.sdc]
current_design countersyncload

set clk_period 1.2
set clk_io_pct 0.2

create_clock -name clk0 -period $clk_period [get_ports {clk}]

set non_clock_inputs [all_inputs -no_clocks]
set_input_delay [expr $clk_period * $clk_io_pct] -clock clk0 $non_clock_inputs
set_output_delay [expr $clk_period * $clk_io_pct] -clock clk0 [all_outputs]
[./design.v]
module fulladder(
  input logic A, B, CIN,
  output logic COUT, S
);
  logic COUT1, COUT2, SUM1;
  halfadder ha1 ( .A(A), .B(B), .C(COUT1), .S(SUM1) );
  halfadder ha2 ( .A(SUM1), .B(CIN), .C(COUT2), .S(S) );
  assign COUT = COUT1 | COUT2;
endmodule: fulladder;
module halfadder(
  input logic A, B,
  output logic S, C
);
  assign S = A ^ B;
  assign C = A & B;
endmodule: halfadder;
module ripplecarryadder(
  input logic [3:0] A,
  input logic [3:0] B,
  input logic CIN,
  output logic [3:0] S,
  output logic COUT
);
  logic [4:0] carry;
  assign carry[0] = CIN;
  genvar i;
  generate
    for (i = 0; i < 4; i++) begin
      fulladder fa (
        .A(A[i]),
        .B(B[i]),
        .CIN(carry[i]),
        .S(S[i]),
        .COUT(carry[i+1])
      );
    end
  endgenerate
  assign COUT = carry[4];
endmodule: ripplecarryadder
module countersyncload(
  input logic [3:0] D,
  input logic LD,
  input logic clk,
  output logic [3:0] Q
);
  logic [3:0] SA, Y;
  ripplecarryadder rca (
    .A(Q),
    .B(4'd1),
    .CIN(0),
    .S(SA),
    .COUT()
  );
  mux2x4 mux (
    .A(SA),
    .B(D),
    .S(LD),
    .Y(Y)
  );
  dff4 dff (
    .D(Y),
    .clk(clk),
    .Q(Q)
  );
endmodule: countersyncload
module dff4(
  input logic clk,
  input logic [3:0] D,
  output logic [3:0] Q
);
  always_ff @(posedge clk) begin
    for (int i = 0; i < 4; i++) begin
      Q[i] <= D[i];
    end
  end
endmodule: dff4
module mux2(input S, A, B, output Y);
  assign Y = S ? B : A;
endmodule: mux2
module mux2x4(
  input logic [3:0] A,
  input logic [3:0] B,
  input logic S,
  output logic [3:0] Y
);
  genvar i;
  generate
    for (i = 0; i < 4; i++) begin : gen_muxes
      mux2 mux(
        .A(A[i]),
        .B(B[i]),
        .S(S),
        .Y(Y[i])
      );
    end
  endgenerate
endmodule: mux2x4
==> flow_summary.toml <==
# flow metrics
[critical_path]
reg2reg_from = "dff.Q[0]$_DFF_P_"
worst-path-max-fanout = 2
rr_worst_depth = 4
r2r_slack_ns = 0.04
worst_setup_path_end_kind = "flip-flop"
crit_required_ns = 1.33
arrival_ns = 1.29
r2r-end = "dff.Q[2]$_DFF_P_"
worstSetupStartpointType = "flip-flop"
worstSetupPathType = "flip-flop to flip-flop"

[synthesis]
ys_cells = 17
ys_types = 9
synth.avg_cell_area_um2 = 11.1
yosys-stat-area_um2 = 189
synth_flops = 4
syn_inst = 17
yosys_warnings = 0
netlist_area_um2 = 189
yosysSeqAreaShare_pct = 42.4

[sta]
rsz0062_at_grt = "no"
whs_ns = 0.535
fmax_ghz = 0.863
drv_slew = 0
clock_skew_ns = 0.00319
setup_viol_count_final = 0
tns_ns = 0
relSlewSlack_pct = 89.2
worst_slew_pin_slew_ns = 0.161
setup_slack_ns = 0.0409
hold_viol = 0
timing.final.crit_period_ns = 1.16
finalCritPeriodShare_pct = 96.6

[route]
drt-total-wl_um = 584
dr.pass1.iters = 1
wl_per_cell_um = 7.79
drc = 0
num_antenna_cells = 0
drt_first_iter_violations = 0
vias = 162
antenna_left = 0
via_per_inst = 2.16

[cells_and_area]
nFillCells = 402
final_cell_mix = "5 x clkdlybuf4s50_1, 4 x dfxtp_2, 4 x dlygate4sd2_1, 4 x buf_4, 3 x clkbuf_4"
regMostFlops = "dff.Q"
area_growth_pct = 103
largest_reg_flops = 4
layout_top_cell = "clkdlybuf4s50_1"
drive_above_1_share_pct = 51.7
reg.largest.list = "dff.Q x4"

[worst_hold_path]
hp-start = "dff.Q[0]$_DFF_P_"
hp-class = "flip-flop to flip-flop"
min_path_cells = 2
min_to = "dff.Q[0]$_DFF_P_"

[die]
die_height_um = 80
ios = 10
initCoreUtil_pct = 5.53
num_rows = 21
die_area_um2 = 6400
core_um2 = 3420
die_w_um = 80

[power_and_ir_drop]
swShare_pct = 23.9
vdd_ir_drop_max_mv = 0.199
power_switching_uw = 118
pwr-share-comb_pct = 28.5
clkPwrFrac_pct = 34.9
leakagePower_nw = 0.148
p_int_uw = 376
powerDensity_nw_per_um2 = 1290
p_seq_share_pct = 36.7

[place]
place_ws_ns = -0.0623
io_buffers = 9
hpwl_um = 456
gp_congestion = 0.708

[grt]
grt_pass1_wl_um = 1000
grt_max_degree = 5
track_usage_pct = 2.20
grt_pass1_vias = 208
antenna_found_initial = 0
globalRouteOverflowTotal = 0

[run]
warnings = 26
cap_violations = 0

[cts]
worstSkewPairLatency_ns = 0.24
cts_buffers = 3
cts_root_buffer = "clkbuf_4"
clock_sinks = 4
cts_tree = "done"
clk_pin_slew_worst_paths_ns = 0.04
clockBufferDepth = 2
htreeDepth = 1

[outcome]
outcome = "complete, no violations"
cells by family (layout without fill, tap and decap cells):
kind of cell               count (synthesis)  after routing  synth area share (%)
AOI/OAI and AO/OA                          1              1                  2.65
buffers and inverters                      5             17                  17.9
adders and majority gates                  2              2                  13.2
and+or+nand+nor                            1              1                  1.98
DFF                                        4              4                  42.4
xor gates and xnor gates                   1              1                  4.64
muxes                                      3              3                  17.2
per-stage QoR:
step                total power, mW  area [µm²]  std cells  utilization (%)
global placement              0.285         314         69             9.19
floorplan                     0.241         189         17                -
global route                  0.551         384         75             11.2
detailed placement            0.291         314         69             9.19
CTS                           0.483         362         75             10.6
finish                        0.495         384         75             11.2
power groups by stage:
stage | sequential (mW) | combinational [mW] | clock, mW
global route | 0.185 | 0.165 | 0.201
finish | 0.181 | 0.141 | 0.173
CTS | 0.177 | 0.124 | 0.182
cell usage after synthesis (all sizes together):
cell type  instances  area share (%)
buf                4              16
dfxtp              4              42
ha                 2              13
mux2               2              12
inv                1             2.0
mux2i              1             5.3
nand2              1             2.0
o21ai              1             2.6
xnor2              1             4.6
critical path, stage by stage (launching register included):
cell and delay, ns:
dfxtp_2 0.31, buf_4 0.14, ha_4 0.15, ha_4 0.20, mux2_2 0.25
how the worst max path moves through the flow:
stage	cells after the start	slack [ns]	from	endpoint
CTS	4	-0.03	dff.Q[0]$_DFF_P_	dff.Q[2]$_DFF_P_
global route	4	0.009	dff.Q[0]$_DFF_P_	dff.Q[2]$_DFF_P_
finish	4	0.04	dff.Q[0]$_DFF_P_	dff.Q[2]$_DFF_P_
area by class of cell:
type	count	area, µm²	share of cell area, %
well taps	46	57.6	15.0
inverters	1	3.75	0.977
repair buffers	13	115	30.0
clock buffers	3	22.5	5.86
multi-input cells	8	100	26.1
flip-flops and latches	4	85.1	22.1
what timing repair did:
| item | CTS | global route |
|---|---|---|
| gates resized | 9 | 2 |
| endpoints found under the setup margin | 4 | 2 |
| hold buffers | 0 | 0 |
| setup buffers | 3 | 0 |
per-layer routing:
layer | routed length (µm) | share of wire, % | track usage (%) | vias to the layer above
li1 | - | - | - | 77
met1 | 226 | 39 | 2.20 | 69
met2 | 149 | 26 | 2.17 | 13
met3 | 198 | 34 | 3.64 | 3
met4 | 10 | 1.7 | 0.528 | 0
met5 | 0 | 0 | 0 | -
Power and IR drop assume default switching activity.
