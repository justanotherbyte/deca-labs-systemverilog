==> design/flow/config.mk <==
export PLATFORM = sky130hd
export DESIGN_NAME = aluexpanded
export DESIGN_NICKNAME = aluexpanded
export VERILOG_FILES = /design/flow/design.v
export SDC_FILE = /design/flow/constraint.sdc
export NUM_CORES = 4
export LEC_CHECK = 1
export CORE_AREA = 10 10 70 70
export DIE_AREA = 0 0 80 80
export SYNTH_HDL_FRONTEND = slang
==> design/flow/constraint.sdc <==
current_design aluexpanded

set clk_period 2.6
set clk_io_pct 0.2

create_clock -name clk0 -period $clk_period

set non_clock_inputs [all_inputs -no_clocks]
set_input_delay [expr $clk_period * $clk_io_pct] -clock clk0 $non_clock_inputs
set_output_delay [expr $clk_period * $clk_io_pct] -clock clk0 [all_outputs]
==> design/flow/design.v <==
module alu(
  input logic [3:0] A,
  input logic [3:0] B,
  input logic [1:0] S,
  output logic [3:0] Y
);
  logic [3:0] MUX_A, MUX_B, MUX_C, MUX_D;
  not4 not_inp ( .A(A), .OUT(MUX_A) );
  or4 or_inp ( .A(A), .B(B), .OUT(MUX_B) );
  and4 and_inp ( .A(A), .B(B), .OUT(MUX_C) );
  xor4 xor_inp ( .A(A), .B(B), .OUT(MUX_D) );
  mux4x4 mux ( .A(MUX_A), .B(MUX_B), .C(MUX_C), .D(MUX_D), .S(S), .Y(Y) );
endmodule: alu;
module aluexpanded(
  input logic [3:0] A,
  input logic [3:0] B,
  input logic [2:0] S,
  output logic [3:0] Y
);
  logic [3:0] YA, YB, SB;
  logic [3:0] B_CONST = 4'b0001;
  alu core_alu (
    .A(A),
    .B(B),
    .S(S[1:0]),
    .Y(YA)
  );
  mux2x4 mux2_1 (
    .A(B),
    .B(B_CONST),
    .S(S[0]),
    .Y(YB)
  );
  addsub as (
    .A(A),
    .B(YB),
    .SUB(S[1]),
    .S(SB),
    .COUT()
  );
  mux2x4 mux2_2 (
    .A(YA),
    .B(SB),
    .S(S[2]),
    .Y(Y)
  );
endmodule: aluexpanded
module addsub(
  input logic [3:0] A,
  input logic [3:0] B,
  input logic SUB,
  output logic [3:0] S,
  output logic COUT
);
  logic [3:0] YB;
  cinv inverter (
    .A(B),
    .C(SUB),
    .Y(YB)
  );
  ripplecarryadder fa4 (
    .A(A),
    .B(YB),
    .CIN(SUB),
    .COUT(COUT),
    .S(S)
  );
endmodule: addsub
module cinv(
  input logic [3:0] A,
  input logic C,
  output logic [3:0] Y
);
  genvar i;
  generate
    for (i = 0; i < 4; i++) begin
      assign Y[i] = A[i] ^ C;
    end
  endgenerate
endmodule: cinv
module fulladder(
  input logic A, B, CIN,
  output logic COUT, S
);
  logic COUT1, COUT2, SUM1;
  halfadder ha1 ( .A(A), .B(B), .C(COUT1), .S(SUM1) );
  halfadder ha2 ( .A(SUM1), .B(CIN), .C(COUT2), .S(S) );
  assign COUT = COUT1 | COUT2;
endmodule: fulladder;
module halfadder(
  input logic A, B,
  output logic S, C
);
  assign S = A ^ B;
  assign C = A & B;
endmodule: halfadder;
module ripplecarryadder(
  input logic [3:0] A,
  input logic [3:0] B,
  input logic CIN,
  output logic [3:0] S,
  output logic COUT
);
  logic [4:0] carry;
  assign carry[0] = CIN;
  genvar i;
  generate
    for (i = 0; i < 4; i++) begin
      fulladder fa (
        .A(A[i]),
        .B(B[i]),
        .CIN(carry[i]),
        .S(S[i]),
        .COUT(carry[i+1])
      );
    end
  endgenerate
  assign COUT = carry[4];
endmodule: ripplecarryadder
module not4(
  input logic [3:0] A,
  output logic [3:0] OUT
);
  assign OUT = ~A;
endmodule: not4;
module or4(
  input logic [3:0] A,
  input logic [3:0] B,
  output logic [3:0] OUT
);
  assign OUT = A | B;
endmodule: or4;
module and4(
  input logic [3:0] A,
  input logic [3:0] B,
  output logic [3:0] OUT
);
  assign OUT = A & B;
endmodule: and4;
module xor4(
  input logic [3:0] A,
  input logic [3:0] B,
  output logic [3:0] OUT
);
  assign OUT = A ^ B;
endmodule: xor4;
module mux2(input S, A, B, output Y);
  assign Y = S ? B : A;
endmodule: mux2
module mux2x4(
  input logic [3:0] A,
  input logic [3:0] B,
  input logic S,
  output logic [3:0] Y
);
  genvar i;
  generate
    for (i = 0; i < 4; i++) begin : gen_muxes
      mux2 mux(
        .A(A[i]),
        .B(B[i]),
        .S(S),
        .Y(Y[i])
      );
    end
  endgenerate
endmodule: mux2x4
module mux4x4(
  input logic [3:0] A,
  input logic [3:0] B,
  input logic [3:0] C,
  input logic [3:0] D,
  input logic [1:0] S,
  output logic [3:0] Y
);
  logic [3:0] A2, B2;
  mux2x4 mux1 ( .A(A), .B(B), .S(S[0]), .Y(A2) );
  mux2x4 mux2 ( .A(C), .B(D), .S(S[0]), .Y(B2) );
  mux2x4 mux3 ( .A(A2), .B(B2), .S(S[1]), .Y(Y) );
endmodule: mux4x4;
==> design/flow/run.sh <==
#!/bin/bash
# OpenROAD 26Q1-2900-gdf79404cd8, Yosys 0.63+post, stock flow scripts
make -C /OpenROAD-flow-scripts/flow DESIGN_CONFIG=/design/flow/config.mk WORK_HOME=/design/flow/orfs finish
==> results.toml <==
# yosys + openroad results
[yosys]
netlist.top_cell.by_area = "sky130_fd_sc_hd__ha_1"
synth.distinct_cells = 23
yosys.stat.chipArea_um2 = 468
syn_inst = 54
yosysWarningCount = 0
synth_top_area_share_pct = 21.4
yosys.cell_count.top_type = "sky130_fd_sc_hd__inv_1"
synth_area_per_cell_um2 = 8.67
yosys_cells = 54
ys_top_cells_by_count = "sky130_fd_sc_hd__inv_1 (13), sky130_fd_sc_hd__ha_1 (8), sky130_fd_sc_hd__buf_4 (4), sky130_fd_sc_hd__nor2_1 (4), sky130_fd_sc_hd__xnor2_1 (3)"
postSynthSeqShare_pct = 0
topCellsByArea = "sky130_fd_sc_hd__ha_1 (21%), sky130_fd_sc_hd__inv_1 (10%), sky130_fd_sc_hd__mux4_2 (9.6%)"
synth.cell_area_um2 = 468

[timing]
setup_repair_after_global_routing_missed_its_margin = "true"
timing_hold_violations_final = 0
setup_viol = 0
max_freq_ghz = 0.386
worst_hold_slack_ps = 1520
setup_slack_ps = 9.20
setup_total_neg_slack_ps = 0
min_period_ps = 2590
finalClockPeriodUsage_pct = 99.6
finalMaxSlewViolations = 0
timing.slew.headroom_pct = 81.2
worst_slew_pin_slew_ps = 281

[setup_path]
startpoint_type = "input port"
critPathRequiredTime_ps = 2080
crit_path_end_kind = "primary output"
critical_path_peak_fanout = 4
setup.worst_path.class = "in -> out"
cp_data_arrival_time_ps = 2070

[layout]
layout.cells.non_filler = 122
layout-drive-gt1-share_pct = 47.4
seq_cells = 0
num-fill-cells = 373
layout.area.seq_um2 = 0
clock_buffers = 0
area.growth.synth_to_final_pct = 62.3

[detailed_routing]
initialDrtViolationCount = 2
remaining_drc_errors = 0
route.vias.total = 404
wire_per_inst_um = 8.29
route.detailed.vias_per_inst = 3.31
drt.antenna.violating_nets = 0
detail_route.antenna_diodes = 0
routed_wl_mm = 1.01
drt_pre_antenna_iters = 3

[flow_run]
drv.max_cap_violation_count = 0
warning_count = 38

[die]
top_level_ports = 15
floorplan.die_area_um2 = 6400
die_w_um = 80
initCoreUtil_pct = 13.7
floorplan.die.height_um = 80
rows = 21
coreArea_um2 = 3420

[global_route]
number_of_global_route_vias_before_repair = 381
grt_first_pass_wirelength_mm = 1.61
grt_antenna_before_repair = 0
maximum_number_of_pins_on_one_net_before_global_route_repair = 7
grt_remaining_overflow = 0
grt_overall_usage_pct = 3.02

[place]
gp_congestion = 0.720
dp_hpwl_um = 940
placement.setup.worst_slack_ps = -902
dp_cells = 120
port_buffers = 15

[power_and_ir_drop]
p_per_area_nw_per_um2 = 159
power.leakage_nw = 0.394
vdd_drop_max_mv = 0.0562

[run_status]
status = "finished clean"

[cts]
cts_hold_buf = 0

[min_path]
holdCritPathClass = "in -> out"
-- worst max-delay path, stage by stage --
cell                      delay, ps
sky130_fd_sc_hd__buf_8          100
sky130_fd_sc_hd__buf_6          110
sky130_fd_sc_hd__nor2_4          80
sky130_fd_sc_hd__xnor2_2         80
sky130_fd_sc_hd__fa_2           390
sky130_fd_sc_hd__fa_2           520
sky130_fd_sc_hd__nand2_1         50
sky130_fd_sc_hd__o21a_1         110
sky130_fd_sc_hd__buf_2          110
-- per-layer routing --
layer	global-route usage [%]	up-vias	wire (um)
met4	0	0	0
li1	-	216	-
met3	0.682	0	65
met5	0	-	0
met2	4.74	10	433
met1	4.38	178	512
-- timing repair --
item | 4_1_cts | 5_1_grt
gates resized | 41 | 6
gates cloned | 0 | 0
pin swaps | 4 | 5
buffers inserted | 1 | 1
endpoints found under the setup margin | 4 | 4
-- layout by cell type (no fill, tap or decap), types with 2 or more instances in the layout --
| cell type | n |
|---|---|
| sky130_fd_sc_hd__buf_4 | 13 |
| sky130_fd_sc_hd__inv_1 | 10 |
| sky130_fd_sc_hd__ha_1 | 8 |
| sky130_fd_sc_hd__buf_2 | 5 |
| sky130_fd_sc_hd__inv_2 | 3 |
| sky130_fd_sc_hd__clkdlybuf4s50_1 | 3 |
| sky130_fd_sc_hd__mux4_2 | 2 |
| sky130_fd_sc_hd__mux2i_1 | 2 |
| sky130_fd_sc_hd__nor2_2 | 2 |
| sky130_fd_sc_hd__xnor2_2 | 2 |
| sky130_fd_sc_hd__nand2_1 | 2 |
| sky130_fd_sc_hd__fa_2 | 2 |
| sky130_fd_sc_hd__clkdlybuf4s15_1 | 2 |
| sky130_fd_sc_hd__dlymetal6s2s_1 | 2 |
-- cells by family after synthesis --
group / after synthesis / synth area share (%)
buffers and inverters: 20 / 21.1
muxes: 5 / 19.5
xor gates and xnor gates: 4 / 10.4
and+or+nand+nor: 9 / 9.36
adders and majority gates: 10 / 29.9
AOI/OAI and AO/OA: 6 / 9.63
-- area by class of cell --
type	instances	area, um^2	share of cell area (%)
repair buffers	29	244	32.1
multi-input cells	34	409	53.9
inverters	13	48.8	6.43
well taps	46	57.6	7.58
-- stage by stage --
stage	instance area, um^2	utilization (%)	total power [mW]
2_1_floorplan	477	-	0.0745
3_3_place_gp	724	21.2	0.122
3_5_place_dp	724	21.2	0.125
4_1_cts	742	21.7	0.122
5_1_grt	759	22.2	0.137
6_report	759	22.2	0.121
-- worst paths after layout --
check / end / slack [ps] / start / cells past startpoint
hold / removal: Y[0] / 1520 / B[0] / 5
setup / recovery: Y[2] / 9 / S[0] / 9
-- power by group --
part	switching [mW]	internal, mW
registers	0	0
clock network	0	0
logic	0.0452	0.0759
total	0.0452	0.0759
No activity file was given, so power comes from the tool's default toggle rates.
